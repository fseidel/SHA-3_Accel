File: design/flow/constraint.sdc
current_design counter

set clk_period 3.2
set clk_io_pct 0.2

create_clock -name clk0 -period $clk_period [get_ports {clk}]

set non_clock_inputs [all_inputs -no_clocks]
set_input_delay [expr $clk_period * $clk_io_pct] -clock clk0 $non_clock_inputs
set_output_delay [expr $clk_period * $clk_io_pct] -clock clk0 [all_outputs]
File: design/flow/config.mk
export PLATFORM = sky130hd
export DESIGN_NAME = counter
export DESIGN_NICKNAME = counter
export VERILOG_FILES = /design/flow/design.v
export SDC_FILE = /design/flow/constraint.sdc
export NUM_CORES = 4
export LEC_CHECK = 1
export CORE_AREA = 10 10 107 107
export DIE_AREA = 0 0 117 117
export SYNTH_HDL_FRONTEND = slang
File: design/flow/design.v
`default_nettype none
function automatic logic [2:0] mod5 (input logic [3:0] in);
    unique case (in)
        'd0: mod5 = 'd0;
        'd1: mod5 = 'd1;
        'd2: mod5 = 'd2;
        'd3: mod5 = 'd3;
        'd4: mod5 = 'd4;
        'd5: mod5 = 'd0;
        'd6: mod5 = 'd1;
        'd7: mod5 = 'd2;
        'd8: mod5 = 'd3;
        'd9: mod5 = 'd4;
    endcase
endfunction: mod5
function automatic logic [63:0] rotl64
    (input logic [63:0] in,
     input logic [5:0] shift);
  rotl64 = (in << shift) | (in >> (64 - shift));
endfunction: rotl64
function automatic logic [5:0] rc
    (input logic [2:0] x, y);
    unique case (x)
    'd0: begin
        unique case (y)
        'd0: rc = 'd0;
        'd1: rc = 'd36;
        'd2: rc = 'd3;
        'd3: rc = 'd41;
        'd4: rc = 'd18;
        endcase
    end
    'd1: begin
        unique case (y)
        'd0: rc = 'd1;
        'd1: rc = 'd44;
        'd2: rc = 'd10;
        'd3: rc = 'd45;
        'd4: rc = 'd2;
        endcase
    end
    'd2: begin
        unique case (y)
        'd0: rc = 'd62;
        'd1: rc = 'd6;
        'd2: rc = 'd43;
        'd3: rc = 'd15;
        'd4: rc = 'd61;
        endcase
    end
    'd3: begin
        unique case (y)
        'd0: rc = 'd28;
        'd1: rc = 'd55;
        'd2: rc = 'd25;
        'd3: rc = 'd21;
        'd4: rc = 'd56;
        endcase
    end
    'd4: begin
        unique case (y)
        'd0: rc = 'd27;
        'd1: rc = 'd20;
        'd2: rc = 'd39;
        'd3: rc = 'd8;
        'd4: rc = 'd14;
        endcase
    end
    endcase
endfunction: rc
function automatic logic [2:0] rho_pi_x
    (input logic [2:0] x, y);
    unique case (x)
    'd0: begin
        unique case (y)
        'd0: rho_pi_x = 'd0;
        'd1: rho_pi_x = 'd3;
        'd2: rho_pi_x = 'd1;
        'd3: rho_pi_x = 'd4;
        'd4: rho_pi_x = 'd2;
        endcase
    end
    'd1: begin
        unique case (y)
        'd0: rho_pi_x = 'd2;
        'd1: rho_pi_x = 'd0;
        'd2: rho_pi_x = 'd3;
        'd3: rho_pi_x = 'd1;
        'd4: rho_pi_x = 'd4;
        endcase
    end
    'd2: begin
        unique case (y)
        'd0: rho_pi_x = 'd4;
        'd1: rho_pi_x = 'd2;
        'd2: rho_pi_x = 'd0;
        'd3: rho_pi_x = 'd3;
        'd4: rho_pi_x = 'd1;
        endcase
    end
    'd3: begin
        unique case (y)
        'd0: rho_pi_x = 'd1;
        'd1: rho_pi_x = 'd4;
        'd2: rho_pi_x = 'd2;
        'd3: rho_pi_x = 'd0;
        'd4: rho_pi_x = 'd3;
        endcase
    end
    'd4: begin
        unique case (y)
        'd0: rho_pi_x = 'd3;
        'd1: rho_pi_x = 'd1;
        'd2: rho_pi_x = 'd4;
        'd3: rho_pi_x = 'd2;
        'd4: rho_pi_x = 'd0;
        endcase
    end
    endcase
endfunction: rho_pi_x
function automatic logic [63:0] roundc(input logic [4:0] round);
    unique case (round)
        'd0: roundc = 64'h0000000000000001;
        'd1: roundc = 64'h0000000000008082;
        'd2: roundc = 64'h800000000000808A;
        'd3: roundc = 64'h8000000080008000;
        'd4: roundc = 64'h000000000000808B;
        'd5: roundc = 64'h0000000080000001;
        'd6: roundc = 64'h8000000080008081;
        'd7: roundc = 64'h8000000000008009;
        'd8: roundc = 64'h000000000000008A;
        'd9: roundc = 64'h0000000000000088;
        'd10: roundc = 64'h0000000080008009;
        'd11: roundc = 64'h000000008000000A;
        'd12: roundc = 64'h000000008000808B;
        'd13: roundc = 64'h800000000000008B;
        'd14: roundc = 64'h8000000000008089;
        'd15: roundc = 64'h8000000000008003;
        'd16: roundc = 64'h8000000000008002;
        'd17: roundc = 64'h8000000000000080;
        'd18: roundc = 64'h000000000000800A;
        'd19: roundc = 64'h800000008000000A;
        'd20: roundc = 64'h8000000080008081;
        'd21: roundc = 64'h8000000000008080;
        'd22: roundc = 64'h0000000080000001;
        'd23: roundc = 64'h8000000080008008;
    endcase
endfunction: roundc
module register
   #(parameter                   WIDTH = 0,
     parameter logic [WIDTH-1:0] RESET_VAL = 'b0)
    (input logic clk, en, rst_l, clear,
     input logic [WIDTH-1:0] D,
     output logic [WIDTH-1:0] Q);
    always_ff @(posedge clk, negedge rst_l) begin
        if (!rst_l)
            Q <= RESET_VAL;
        else if (clear)
            Q <= RESET_VAL;
        else if (en)
            Q <= D;
    end
endmodule: register
module state_register
    (input logic clk, en, rst_l, clear,
     input logic [4:0][4:0][63:0] state_in,
     output logic [4:0][4:0][63:0] state_out);
    generate
    genvar x, y;
        for (x = 0; x < 5; x = x + 1) begin
            for (y = 0; y < 5; y = y + 1) begin
                register #(64) r(.clk, .en, .rst_l, .clear, .D(state_in[x][y]),
                                 .Q(state_out[x][y]));
            end
        end
    endgenerate
endmodule: state_register
module counter
   #(parameter WIDTH=32)
    (input logic clk, en, rst_l, clear,
     output logic [WIDTH-1:0] out);
    always_ff @(posedge clk, negedge rst_l) begin
        if (!rst_l)
            out <= 'b0;
        else if (clear)
            out <= 'b0;
        else if (en)
            out <= out + 1;
    end
endmodule: counter
File: design/flow/run.sh
#!/bin/bash
# OpenROAD 26Q1-2900-gdf79404cd8, Yosys 0.63+post, stock flow scripts
make -C /OpenROAD-flow-scripts/flow DESIGN_CONFIG=/design/flow/config.mk WORK_HOME=/design/flow/orfs finish
==> impl_metrics.env <==
# yosys + openroad results
export IMPL_grt_start_max_net_pins=33
export IMPL_cap_violations=0
export IMPL_n_fill_cell=978
export IMPL_cts_made_buffers=5
export IMPL_ctsResizeCount=0
export IMPL_pin_count=36
export IMPL_rr_worst_depth=4
export IMPL_port_buffers=35
export IMPL_hp_class="flop to flop"
export IMPL_syn2layout_area_growth_pct=33.14
export IMPL_final_layout_size_suffix_gt1_share_pct=6.161
export IMPL_status="complete, no violations"
export IMPL_antenna_cells=0
export IMPL_final_cell_mix="35 x clkdlybuf4s50_1, 32 x dfrtp_1, 20 x a21oi_1"
export IMPL_drc=0
export IMPL_path_clk_slew_ns=0.07
export IMPL_peakVddDrop_v=0.0001648
export IMPL_r2r_setup_slack_ns=0.98
export IMPL_postLayoutCoreUtil_pct=24.33
export IMPL_grt_use_total_pct=6.703
export IMPL_post_cts_buffers=0
export IMPL_clockBufferDepth=2
export IMPL_relSlewSlack_pct=62.70
export IMPL_chipArea_mm2=0.01369
export IMPL_clkSinkCount=32
export IMPL_row_count=35
export IMPL_edf_count=0
export IMPL_startpoint_type="primary input"
export IMPL_powerDensity_mw_per_mm2=346.1
export IMPL_rsz0062_at_grt="no"
export IMPL_grt_pass1_wl_mm=7.341
export IMPL_syn_area_mm2=0.001680
export IMPL_crit_type="primary input to flop"
export IMPL_cp_slowest_cell="clkdlybuf4s50_1"
export IMPL_clock_latency_ns=0.29
export IMPL_synth_main_ff_cell="dfrtp_1"
export IMPL_yosysChipArea_mm2=0.001680
export IMPL_cts_root_buf="clkbuf_8"
export IMPL_postSynth_asyncResetShare_pct=100.0
export IMPL_grt_pass1_vias=1359
export IMPL_endpoint_kind="flop"
export IMPL_place_gp_congestion=0.7773
export IMPL_vias=1461
export IMPL_worstPathArrival_ns=2.80
export IMPL_setup_viol=0
export IMPL_design_core_area_mm2=0.009196
export IMPL_path_max_fanout=17
export IMPL_top_register="out"
export IMPL_vias_per_cell=4.537
export IMPL_final_hold_violation_count=0
export IMPL_ys_warn_count=0
export IMPL_period_used_pct=80.94
export IMPL_drt_total_wl_mm=4.435
export IMPL_startpoint="en"
export IMPL_mostFrequentLayoutCell="clkdlybuf4s50_1"
export IMPL_wl_per_cell_um=13.77
export IMPL_antenna_found_initial=0
export IMPL_die_size_y_um=117
export IMPL_synth_cells_yosys=176
export IMPL_clock_skew_ns=0.01238
export IMPL_die_w_um=117
export IMPL_warning_count=25
export IMPL_largest_reg_flops=32
export IMPL_ys_seq_share_pct=47.65
export IMPL_slowest_delay_ns=0.65
export IMPL_timing_rr_start="out[11]"
export IMPL_power_leakage_nw=0.7831
export IMPL_tns_ns=0
export IMPL_syn_inst=176
export IMPL_endpoint="out[31]"
export IMPL_logic_area_um2=800.8
export IMPL_ant_nets=0
export IMPL_clock_fmax_ghz=0.3861
export IMPL_synth_avg_cell_area_um2=9.548
export IMPL_grt_overflow_total=0
export IMPL_ys_flops=32
export IMPL_cts_tree="yes"
export IMPL_worst_pin_slew_ns=0.5595
export IMPL_cp_required_ns=3.41
export IMPL_htreeDepth=2
export IMPL_first_iter_violations=61
export IMPL_synth_distinct_cells=28
export IMPL_reg_top3="out: 32 flops"
export IMPL_initCoreUtil_pct=18.27
export IMPL_timing_rr_end="out[31]"
export IMPL_crit_chain="clkdlybuf4s50_1 -> o2111ai_4 -> or3_1 -> or4_1 -> a21oi_1"
export IMPL_first_pass_iters=4
export IMPL_maxSlewViolCount=0
export IMPL_min_period_ns=2.590
export IMPL_postCtsHoldBufs=0
export IMPL_regArea_um2=800.8
export IMPL_dp_hpwl_mm=3.117
-- cells by family after synthesis --
family / after synthesis / synth area share (%)
AND-OR/OR-AND: 43 / 16.31
XOR/XNOR: 11 / 5.733
adder cells (fa/ha/maj): 1 / 0.7445
buffers and inverters: 18 / 4.690
flip-flops: 32 / 47.65
multiplexers: 1 / 0.5957
AND/OR/NAND/NOR: 70 / 24.27
-- layer usage --
layer,global-route usage [%],vias to the layer above,routed length [um]
met1,9.544,692,2097
met3,2.477,2,297
li1,-,720,-
met2,9.974,47,2023
met5,0,-,0
met4,0.4942,0,17
-- stage by stage --
stage	hold WS, ns	total power [mW]	setup slack, ns	cells	cell area, um^2
3_5_place_dp	0.5515	0.4544	0.3270	314	2143
3_3_place_gp	0.5353	0.4540	0.3728	314	2143
6_report	0.5635	0.7743	0.6100	322	2237
5_1_grt	0.6109	0.8118	0.4485	322	2237
2_1_floorplan	0.3444	0.4324	1.039	176	1680
4_1_cts	0.5615	0.7794	0.6274	322	2237
-- cells in the mapped netlist (all sizes together), types with 6 or more instances --
master  instances  area [um^2]
nor2           12        45.04
clkbuf          7        27.52
dfrtp          32        800.8
nand3           6        30.03
o31ai          12        90.09
or3             9        56.30
a21oi          20        100.1
inv             6        22.52
nand4           6        52.55
xnor2           7        61.31
nand2          13        48.80
or4            13        97.59
o21ai           8        40.04
-- power by group --
| part | switching, mW | internal [mW] |
|---|---|---|
| Combinational | 0.0203 | 0.0135 |
| Clock | 0.154 | 0.175 |
| Sequential | 0.00451 | 0.407 |
| Total | 0.179 | 0.595 |
-- cell type report --
| class | instances | share of cell area (%) |
|---|---|---|
| clock buffer | 7 | 3.859 |
| clock inverter | 1 | 0.3356 |
| inverter | 6 | 1.007 |
| multi-input combinational | 126 | 35.79 |
| sequential | 32 | 35.79 |
| tap | 111 | 6.208 |
| timing repair buffer | 39 | 17.00 |
-- worst max-delay path: cells and delay by family --
family / cells / cell delay [ns]
buffers and inverters: 1 / 0.65
AND/OR/NAND/NOR: 2 / 1.21
AND-OR/OR-AND: 2 / 0.30
-- worst min path at each step --
stage,startpoint,endpoint,slack [ns],depth (start not counted)
global route,out[30],out[30],0.61,2
finish,out[31],out[31],0.56,2
CTS,out[31],out[31],0.56,2
No activity file was given, so power comes from the tool's default toggle rates.
